--- run.sh ---
#!/bin/bash
# OpenROAD 26Q1-2900-gdf79404cd8, Yosys 0.63+post, stock flow scripts
make -C /OpenROAD-flow-scripts/flow DESIGN_CONFIG=/design/flow/config.mk WORK_HOME=/design/flow/orfs finish
--- config.mk ---
export PLATFORM = sky130hd
export DESIGN_NAME = alu
export DESIGN_NICKNAME = alu
export VERILOG_FILES = /design/flow/design.v
export SDC_FILE = /design/flow/constraint.sdc
export NUM_CORES = 4
export LEC_CHECK = 1
export CORE_AREA = 10 10 70 70
export DIE_AREA = 0 0 80 80
--- constraint.sdc ---
current_design alu

set clk_period 1.7
set clk_io_pct 0.2

create_clock -name clk0 -period $clk_period

set non_clock_inputs [all_inputs -no_clocks]
set_input_delay [expr $clk_period * $clk_io_pct] -clock clk0 $non_clock_inputs
set_output_delay [expr $clk_period * $clk_io_pct] -clock clk0 [all_outputs]
--- design.v ---
module alu (a, b, alu_op, alu_out, zero);
input [31:0] a;
input [31:0] b;
input [2:0] alu_op;
output [31:0] alu_out;
output zero;
assign aluout = (alu_op == 3'b010) ? a + b : 
                (alu_op == 3'b110) ? a - b : 
                (alu_op == 3'b110) ? a & b : 
                (alu_op == 3'b001) ? a | b :
                (alu_op == 4'b111) ? a << b : 0;
assign zero = (aluout == 0) ? 1 : 0;
endmodule
==> reports/metrics.cfg <==
[routing]
wire_per_inst_um=11.7
viasPerCell=2.99
dr.pass1.iters=3
drt_wl_total_mm=1.61
drc=0
n_antenna_cell=0
ant_nets=0
drtIter0Drc=2
vias=413

[setup_path]
cp_top_family=simple AND/OR/NAND/NOR gates
critPathBufInv=3
cp_max_fo=2
cpMaxStageDelayCell=or4_4
cp.required_ps=1360
path_depth=7
crit_type=in2out
critPathMaxStageDelay_ps=510
startpoint_type=input port
cp.arrival_ps=1360
path_cells=buf_6 -> inv_2 -> ha_1 -> or4_4 -> o41ai_2 -> a31oi_1 -> buf_2
cp-end-kind=primary output

[die]
die_area_mm2=0.00640
core_area_mm2=0.00342
num_rows=21
fp.dieH_um=80
fp_util_pct=11.0
die_w_um=80
pin_count=100

[min_path]
hold_path.class=in2out
hold_depth=4

[power_and_ir_drop]
power.switching_uw=36.6
p_seq_share_pct=0
p_int_uw=63.5
pwr-share-comb_pct=100.0
powerDensity_mw_per_mm2=143
report.power.total_uw=100
ir_drop_mv=0.0209
switching_share_pct=36.6
power_leakage_nw=0.346
clkPwrFrac_pct=0

[grt]
grt_pass1_vias=492
grt_first_pass_wirelength_mm=2.31
grt_antenna_before_repair=0
overflow=0
grt_usage_pct=4.29
grt_max_degree=4

[logic_synthesis]
ys_seq_share_pct=0
aoi_share_pct=5.33
synth_area_per_cell_um2=6.95
ys_warn_count=33
top_cell_area_share_pct=64.0
synthSimpleGateAreaFrac_pct=22.3
synthXorXnorAreaFrac_pct=0
largest_area_cell=buf_4
yosysUniqueCellTypes=13
synthesis.area_um2=375
syn_inst=54
yosys_cells=54
ys_sh_mux_pct=0
ys_sh_adder_pct=3.33
yosys_area_um2=375
topCellsByArea=buf_4, nor4_1, inv_1, and4bb_1, ha_1
topCombFamilyByArea=buffers and inverters

[sta]
fin_tns_setup_ps=-0.656
fmax_ghz=0.588
min_period_ps=1700
slew_viol_final=0
setup_violations=1
worst_slack_ps=-0.656
fin_crit_sh_pct=100
hold_viol_final=0
rsz0062_at_grt=yes

[clocking]
cts_setup_buffers=0
ctsHoldBuffers=0

[place]
dp_cells=138
gp_congestion=0.811
io_buffer_count=37
dp_hpwl_mm=1.51

[job]
tool_warnings=65
cap_violations=0

[layout]
fillers=389
drive_gt1_share_pct=42.4
seq_area_um2=0
clock_buffers=0
area_growth_pct=87.0
seq_cells=0
stdcell_count=138

[outcome]
status=finished with violations
violations=setup timing

## power by group through the flow
stage	sequential, mW	combinational (mW)	clock [mW]
after CTS	0	0.104	0
after global routing	0	0.111	0
final	0	0.100	0
## metal layers
| metal | part of all wire, % | wire length (um) | track usage (%) | vias up |
|---|---|---|---|---|
| met3 | 10 | 167 | 1.25 | 0 |
| met5 | 0 | 0 | 0 | - |
| met2 | 46 | 738 | 7.06 | 39 |
| met1 | 44 | 706 | 5.74 | 173 |
| li1 | - | - | - | 201 |
| met4 | 0 | 0 | 0 | 0 |
## synthesized netlist by cell type, drive strengths merged
library cell	number
and4bb	1
or4	1
nand4	2
nor4	7
nand2	1
inv	4
a31oi	1
nor2	1
o41ai	1
buf	32
conb	1
o21ai	1
ha	1
## worst paths after layout
kind	from	end	slack [ps]
setup / recovery	a[0]	zero	-0.7
hold / removal	alu_op[1]	zero	1030
## layout by cell type (no fill, tap or decap)
cell type | Yosys | final
a31oi_1 | 1 | 1
and4bb_1 | 1 | 1
buf_2 | 0 | 10
buf_4 | 32 | 1
buf_6 | 0 | 9
clkbuf_2 | 0 | 7
clkdlybuf4s15_1 | 0 | 8
clkdlybuf4s15_2 | 0 | 1
conb_1 | 1 | 32
dlygate4sd2_1 | 0 | 3
ha_1 | 1 | 1
inv_1 | 4 | 2
inv_2 | 0 | 2
nand2_1 | 1 | 1
nand4_1 | 2 | 2
nor2_1 | 1 | 1
nor4_2 | 0 | 4
nor4_4 | 0 | 3
o21ai_1 | 1 | 1
o41ai_2 | 0 | 1
or4_4 | 0 | 1
## cell families after synthesis
kind of cell               count (synthesis)
AOI/OAI and AO/OA                          3
adders and majority gates                  1
buffers and inverters                     36
other                                      1
and+or+nand+nor                           13
## layout make-up
cell class	count	area [um2]	area share, %
multi-input cells	49	318	45.3
repair buffers	39	312	44.4
well taps	46	57.6	8.20
inverters	4	15.0	2.14
## per-stage QoR
step | area [um2] | util, % | setup WS (ps) | hold WS [ps]
6_report | 702 | 20.5 | -0.656 | 1030
5_1_grt | 702 | 20.5 | -66.1 | 1070
4_1_cts | 719 | 21.1 | -9.91 | 1090
3_5_place_dp | 694 | 20.3 | -786 | 1760
3_3_place_gp | 694 | 20.3 | -744 | 1760
2_1_floorplan | 492 | - | 334 | 718
## timing repair
item	CTS	global route
setup endpoints to repair	1	1
pin swaps	14	7
gates resized	108	16
Power and IR drop assume default switching activity.
